File: flow/design.v
module register(
	input clk,
	input write_enable,
	input [2:0] read_addr,
	input [7:0] write_data,
	output reg [7:0] read_data
);
	reg [7:0] reg_file [7:0];
	initial begin
		reg_file[0]=8'h00;
		reg_file[1]=8'h00;
		reg_file[2]=8'h00;
		reg_file[3]=8'h00;
		reg_file[4]=8'h00;
		reg_file[5]=8'h00;
		reg_file[6]=8'h00;
		reg_file[7]=8'h00;
	end
	always @(posedge clk) begin  
		reg_file[read_addr] <= write_data;
	end
	always @(*) begin  
		read_data=reg_file[read_addr];
	end
endmodule
File: flow/constraint.sdc
current_design register

set clk_period 5.1
set clk_io_pct 0.2

create_clock -name clk0 -period $clk_period [get_ports {clk}]

set non_clock_inputs [all_inputs -no_clocks]
set_input_delay [expr $clk_period * $clk_io_pct] -clock clk0 $non_clock_inputs
set_output_delay [expr $clk_period * $clk_io_pct] -clock clk0 [all_outputs]
File: flow/config.mk
export PLATFORM = sky130hd
export DESIGN_NAME = register
export DESIGN_NICKNAME = register
export VERILOG_FILES = /design/flow/design.v
export SDC_FILE = /design/flow/constraint.sdc
export NUM_CORES = 4
export LEC_CHECK = 1
export CORE_UTILIZATION = 30
File: flow/run.sh
#!/bin/bash
# OpenROAD 26Q1-2900-gdf79404cd8, Yosys 0.63+post, stock flow scripts
make -C /OpenROAD-flow-scripts/flow DESIGN_CONFIG=/design/flow/config.mk WORK_HOME=/design/flow/orfs finish
==> run summary <==
flow finished, numbers: outcome complete, no violations, fa+ha+maj area frac 0, DP Cell Count 233, Iter 0 DRT Violations 45, Simple-Gate Area Share 0.03199, warnings from Yosys 1, # rows 33, Post-synth ARST share 0, Final Max-Slew Violation Tally 0, CTS resizes 0, data arrival time of the worst path 3.17 ns, clock-pin slew on the worst setup and hold paths 0.07 ns, CP Capture Type output port, Max stage delay on crit path 1.01 ns, max reg flops 64, crit-path leading delay family buffers and inverters, pin count of the biggest net entering global routing 27, f_max 0.2389 GHz, Post-CTS Hold Fix Bufs 0, fin cells 249, XORs/XNORs by Area 0, n_diodes 0, register bank with the most flops reg_file, IO buf count 19, CTS H-Tree Depth 3, top flop regs reg_file (64), comb area leader multiplexers, Clock Path Buffers 2, total core area 8217 sq um, critical path data required time 4.08 ns, Final Power 1.104 mW, first drt pass iteration count 3, vias in the first global route 1,175, max_cap viols 0, DP Area 2867 sq um, Root Driver clkbuf_8, per-cell routed wire length 16.67 microns, grt ovf 0, mux frac, synth 0.1924, min Tclk post-route 4.186 ns, Die ar. 8847 sq um, fin crit share 0.8207, GRT Util Overall 0.1028, EDFF count, synth 64, via/cell ratio 4.691, Hold Path Class in -> reg, Worst path slowest cell clkdlybuf4s50_1, DRT antenna net count 0, share of the yosys chip area belonging to registers 0.7559, RSZ-0062 raised after global routing false, via count 1,168, CTS tree done, cell type with the largest total area edfxtp_1, OpenROAD warnings 26, most used cell, CP clkdlybuf4s50_1, top cells, area edfxtp_1 76%, mux4_1 14%, mux2_2 3.1%, mux4_2 0.89%, nor3b_1 0.89%, crit path cell chain clkdlybuf4s50_1 > mux4_2 > nand3_1 > clkdlybuf4s50_1, height of the die 94.06 microns, Hold Fails Final Rpt 0, Main synth FF type edfxtp_1, post-CTS setup buffer count 0, Final Cell Area 3062 sq um, slew of the pin with the lowest slew margin 0.8677 ns, Synth flops 64, Initial Util 0.3094, initial antenna violation count 0, first-pass GRT wire length 6065 microns, # setup viols final 0, # IOs 21, Worst Path Class, Setup in -> out, PwrDens 360.7 nW/um^2, final setup TNS 0 ns, Gate Count Post-Synth 109, Max VDD drop 0.1397 mV, LEAKAGE 1.033 nW, Clock Sink Count 64, Buf+Inv Stages, Crit Path 2, Top-area cell share 0.7559, Num CTS Buffers 9, Worst slew margin 0.4197, Yosys Instances 109, Syn Std Cell Area 2542 sq um, critical path launch point type input port, Area growth, synth to finish 20.42%, width of the chip 94.06 microns, syn avg cell area 23.33 sq um, residual DRC count 0, GP Congestion 0.7156, layout cells sized above 1 0.2153, number of library cell types mapped by synthesis 18, HPWL after DPL 2440 microns, fin util 0.3726, Crit Path Max Fanout 19, area fraction in compound gates after synthesis 0, Post-Route WL 4150 microns, chip area in the Yosys report 2542 sq um
-- path summary, 6_finish.rpt --
path                 startpoint             end  slack (ns)  cells after the start
hold / removal    write_data[0]  reg_file[4][0]        1.41                      1
setup / recovery   read_addr[1]    read_data[5]        0.91                      4
-- cell usage in the layout (no fill, tap or decap) --
cell type and instances:
edfxtp_1 64, clkdlybuf4s50_1 19, mux4_1 14, clkbuf_8 9, mux2_2 7, buf_4 7
nand2_1 4, nor3b_1 3, clkinv_2 3, mux2i_1 2, and3b_1 2, clkinv_4 2
nand2b_1 1, mux4_2 1, nand3_1 1, nor2_1 1, and3_1 1, nor3_1 1
inv_6 1, bufinv_16 1
-- area by class of cell --
type,instances,area (sq um)
clock buffer,9,123.9
clock inverter,7,71.32
fill,721,5155
multi-input combinational,38,570.5
sequential,64,1922
tap,105,131.4
timing repair buffer,26,242.7
-- kinds of logic after synthesis --
group                  count (synthesis)
and+or+nand+nor                       14
buffers and inverters                  7
DFF                                   64
muxes                                 24
-- through the flow --
stage | worst slack, ns | hold slack [ns]
6_report | 0.9143 | 1.410
5_1_grt | 0.7925 | 1.418
4_1_cts | 0.8594 | 1.407
3_5_place_dp | 0.8640 | 1.769
3_3_place_gp | 0.9130 | 1.737
2_1_floorplan | 1.818 | 1.119
-- report_power, final --
group | leakage, nW | internal [mW] | switching (mW)
sequential | 0.588 | 0.606 | 0.00470
combinational | 0.342 | 0.0470 | 0.0329
clock | 0.103 | 0.226 | 0.187
-- synthesized netlist by cell type (2+ instances only) --
library cell   n
and3b_1        2
mux2_2         7
mux4_1        14
mux2i_1        2
nor3b_1        3
edfxtp_1      64
clkbuf_1       3
nand2_1        4
-- routing by layer --
metal / vias up / track usage / wire length [microns]
met1: 549 / 0.1098 / 1518
met2: 82 / 0.1545 / 1906
met3: 9 / 0.09053 / 623
met5: - / 0 / 0
li1: 528 / - / -
met4: 0 / 0.02051 / 102
Power is estimated from default activity; no workload was simulated.
