`design/flow/run.sh`:
```
#!/bin/bash
# OpenROAD 26Q1-2900-gdf79404cd8, Yosys 0.63+post, stock flow scripts
make -C /OpenROAD-flow-scripts/flow DESIGN_CONFIG=/design/flow/config.mk WORK_HOME=/design/flow/orfs finish
```
`design/flow/config.mk`:
```
export PLATFORM = sky130hd
export DESIGN_NAME = program_counter
export DESIGN_NICKNAME = program_counter
export VERILOG_FILES = /design/flow/design.v
export SDC_FILE = /design/flow/constraint.sdc
export NUM_CORES = 4
export LEC_CHECK = 1
export CORE_AREA = 10 10 70 70
export DIE_AREA = 0 0 80 80
```
`design/flow/constraint.sdc`:
```
current_design program_counter

set clk_period 1.8
set clk_io_pct 0.2

create_clock -name clk0 -period $clk_period [get_ports {clk}]

set non_clock_inputs [all_inputs -no_clocks]
set_input_delay [expr $clk_period * $clk_io_pct] -clock clk0 $non_clock_inputs
set_output_delay [expr $clk_period * $clk_io_pct] -clock clk0 [all_outputs]
```
`design/flow/design.v`:
```
module program_counter(
	input wire clk,
	input wire reset,
	input enable,
	output reg [7:0] pc
);
	always @(posedge clk or posedge reset) begin
		if(reset) begin
			pc <= 8'b00000000;
		end else if (enable) begin
			pc <= pc+1;
		end
	end
endmodule
```
==> node_exporter_impl.prom <==
# HELP chip_impl_metric Yosys and OpenROAD flow results
# TYPE chip_impl_metric gauge
chip_impl_info{name="status",value="completed"} 1
chip_impl_info{name="lay_top_count",value="clkdlybuf4s50_1"} 1
chip_impl_metric{name="hold_viol",unit=""} 0
chip_impl_info{name="registers.top_by_ff_count",value="pc"} 1
chip_impl_metric{name="muxShareOfSynthArea",unit=""} 0.0326
chip_impl_metric{name="yosys_register_bits",unit=""} 8
chip_impl_info{name="reg_top3",value="pc x8"} 1
chip_impl_metric{name="required_time_reported_for_the_critical_path_endpoint",unit="ns"} 1.44
chip_impl_metric{name="finalSetupViolCount",unit=""} 0
chip_impl_metric{name="die_y",unit="microns"} 80
chip_impl_metric{name="fmax",unit="GHz"} 0.645
chip_impl_metric{name="post_route_antenna_net_violation_count",unit=""} 0
chip_impl_metric{name="global_route.overflow_total",unit=""} 0
chip_impl_metric{name="combPwrFrac",unit=""} 0.359
chip_impl_info{name="top_logic_kind",value="XOR/XNOR gates"} 1
chip_impl_metric{name="synth-seq-area-share",unit=""} 0.580
chip_impl_metric{name="internal_power",unit="mW"} 0.530
chip_impl_metric{name="post_synth_num_cell_types",unit=""} 12
chip_impl_metric{name="cts-resized-gates",unit=""} 0
chip_impl_metric{name="ys_cells",unit=""} 27
chip_impl_info{name="crit_path_top_delay_cell",value="clkdlybuf4s50_1"} 1
chip_impl_metric{name="die_x",unit="microns"} 80
chip_impl_metric{name="syn-cell-area",unit="sq um"} 345
chip_impl_metric{name="share_seq_of_total_power",unit=""} 0.462
chip_impl_metric{name="netsw",unit="mW"} 0.231
chip_impl_metric{name="worst_ep_arrival_time",unit="ns"} 1.19
chip_impl_metric{name="largest_register_ffs",unit=""} 8
chip_impl_metric{name="timing.critical_path.slowest_cell_delay",unit="ns"} 0.51
chip_impl_metric{name="synth_top_area_share",unit=""} 0.580
chip_impl_metric{name="detail_route.iter0.violations",unit=""} 3
chip_impl_info{name="layout.cells.most_common_list",value="10 x clkdlybuf4s50_1, 8 x dfrtp_1, 4 x xnor2_1"} 1
chip_impl_metric{name="yosysChipArea",unit="sq um"} 345
chip_impl_info{name="worstHoldPathType",value="input pin to asynchronous set/reset pin"} 1
chip_impl_metric{name="clock-skew-final",unit="ns"} 0.00341
chip_impl_metric{name="synth-compound-area-share",unit=""} 0
chip_impl_metric{name="drc",unit=""} 0
chip_impl_info{name="cts_tree",value="done"} 1
chip_impl_metric{name="first_global_vias",unit=""} 266
chip_impl_metric{name="totalWireLength",unit="microns"} 786
chip_impl_metric{name="drt-pass1-iter-count",unit=""} 4
chip_impl_metric{name="lkg_pwr",unit="nW"} 0.221
chip_impl_metric{name="area_growth",unit="%"} 54.3
chip_impl_info{name="timing.setup.critical_path_class",value="register to output port"} 1
chip_impl_metric{name="post_synth.cell_area_avg",unit="sq um"} 12.8
chip_impl_metric{name="max_slew_margin",unit=""} 0.800
chip_impl_metric{name="warning_count",unit=""} 25
chip_impl_metric{name="dpl_cell_area",unit="sq um"} 510
chip_impl_info{name="worst_path_dominant_cell_family",value="buffers and inverters"} 1
chip_impl_metric{name="cts_max_level",unit=""} 1
chip_impl_metric{name="finalCritPeriodShare",unit=""} 0.862
chip_impl_metric{name="finalWeightedCongestion",unit=""} 0.760
chip_impl_metric{name="netlist_instances",unit=""} 27
chip_impl_metric{name="antennaDiodeCount",unit=""} 0
chip_impl_info{name="worstSetupEndpointType",value="output port"} 1
chip_impl_metric{name="final_layout_size_suffix_gt1_frac",unit=""} 0.171
chip_impl_metric{name="numCtsBuffers",unit=""} 3
chip_impl_metric{name="synth.cellmix.adderShare",unit=""} 0.0362
chip_impl_metric{name="cts_sinks",unit=""} 8
chip_impl_metric{name="clkTransAtPathRegs",unit="ns"} 0.05
chip_impl_metric{name="critical_path_cell_count",unit=""} 1
chip_impl_metric{name="slew_viol_final",unit=""} 0
chip_impl_metric{name="grtUsageTotal",unit=""} 0.0256
chip_impl_metric{name="fillers",unit=""} 394
chip_impl_info{name="synth.area.top_cells",value="dfrtp_1 58%, xnor2_1 10%, xor2_1 7.6%, ha_1 3.6%, nand4_1 3.6%"} 1
chip_impl_metric{name="worst_ir_drop_vdd",unit="mV"} 0.747
chip_impl_info{name="top_area_cell",value="dfrtp_1"} 1
chip_impl_metric{name="power.share.switching",unit=""} 0.303
chip_impl_metric{name="worst-path-buf-inv",unit=""} 1
chip_impl_metric{name="footprint_of_the_flip_flops_and_latches",unit="sq um"} 200
chip_impl_metric{name="multiInputGateArea",unit="sq um"} 141
chip_impl_metric{name="numPortBuffers",unit=""} 10
chip_impl_metric{name="grt_antenna_before_repair",unit=""} 0
chip_impl_metric{name="grt_first_pass_wirelength",unit="microns"} 1260
chip_impl_metric{name="holdBufCountCts",unit=""} 0
chip_impl_info{name="start_kind",value="register"} 1
chip_impl_info{name="timing.critical_path.cells",value="clkdlybuf4s50_1"} 1
chip_impl_metric{name="fin_area",unit="sq um"} 533
chip_impl_metric{name="largest_net_degree_at_the_start_of_global_routing",unit=""} 9
chip_impl_metric{name="powerDensity",unit="nW/um^2"} 1430
chip_impl_metric{name="period_needed",unit="ns"} 1.55
chip_impl_metric{name="worst-r2r-cell-count",unit=""} 2
chip_impl_metric{name="max_cap_violations",unit=""} 0
chip_impl_metric{name="synth_xor_xnor_area_share",unit=""} 0.178
chip_impl_metric{name="route.detailed.vias_per_inst",unit=""} 2.90
chip_impl_metric{name="clkLatencyLatePin",unit="ns"} 0.25
chip_impl_metric{name="top_level_ports",unit=""} 11
chip_impl_metric{name="total_number_of_vias",unit=""} 252
chip_impl_info{name="cts.root.buffer_cell",value="clkbuf_4"} 1
chip_impl_metric{name="crit_path_max_fanout",unit=""} 5
chip_impl_metric{name="placementRows",unit=""} 21
chip_impl_metric{name="core_area",unit="sq um"} 3420
chip_impl_info{name="rsz0062_at_grt",value="no"} 1
chip_impl_metric{name="initial_utilization",unit=""} 0.101
chip_impl_metric{name="clk_path_buf_depth",unit=""} 2
chip_impl_metric{name="cts_setup_buffers",unit=""} 0
chip_impl_metric{name="wl_per_cell",unit="microns"} 9.03
chip_impl_metric{name="place.detailed.hpwl",unit="microns"} 633
chip_impl_metric{name="design.die.area",unit="sq um"} 6400
chip_impl_metric{name="power_frac_clock",unit=""} 0.179
chip_impl_metric{name="yosys_warnings",unit=""} 1
chip_impl_metric{name="setup_total_negative_slack",unit="ns"} 0
chip_impl_metric{name="worst-slew-pin-transition",unit="ns"} 0.300
chip_impl_metric{name="synth-simple-area-share",unit=""} 0.163
==> path summary, 6_finish.rpt <==
check,end,start,slack [ns]
worst min-delay path,pc[6],reset,0.35
worst max register to register,pc[1],pc[0],0.70
min in group clk0,pc[7],pc[7],0.48
worst min register to register,pc[7],pc[7],0.48
max in group asynchronous,pc[4],reset,1.22
worst max-delay path,pc[2],pc[2],0.25
==> logic make-up after synthesis <==
logic type,Yosys count
AND/OR/NAND/NOR,9
XOR/XNOR,7
buffers and inverters,1
multiplexers,1
flip-flops,8
adder cells (fa/ha/maj),1
==> per-layer routing <==
metal,share of wire,global-route usage
met3,0.13,0.0205
met5,0,0
met4,0.014,0.00528
met1,0.54,0.0351
met2,0.32,0.0297
==> metrics by stage <==
step	std cells	power (mW)	worst slack, ns	util	hold WS [ns]
global route	87	0.826	0.180	0.156	0.367
detailed placement	84	0.636	0.282	0.149	0.473
CTS	87	0.778	0.230	0.156	0.360
finish	87	0.761	0.249	0.156	0.350
global placement	84	0.626	0.308	0.149	0.484
floorplan	27	0.436	0.756	-	0.176
==> cells in the mapped netlist, drive strengths merged <==
cell type  count
and3           1
dfrtp          8
ha             1
inv            1
mux2           1
nand2          3
nand4          3
nor2           1
nor3           1
xnor2          4
xor2           3
==> final cells by class <==
cell class | instances | area share
Multi-Input combinational cell | 18 | 0.265
Sequential cell | 8 | 0.376
Clock buffer | 3 | 0.0423
Timing Repair Buffer | 11 | 0.202
Tap cell | 46 | 0.108
Inverter | 1 | 0.00704
==> power by group through the flow <==
stage	registers, mW	logic (mW)	clock network, mW
4_1_cts	0.351	0.285	0.142
5_1_grt	0.366	0.304	0.155
6_report	0.352	0.273	0.136
Power and IR drop assume default switching activity.
